### flow/constraint.sdc
current_design MUX3

set clk_period 2.8
set clk_io_pct 0.2

create_clock -name clk0 -period $clk_period

set non_clock_inputs [all_inputs -no_clocks]
set_input_delay [expr $clk_period * $clk_io_pct] -clock clk0 $non_clock_inputs
set_output_delay [expr $clk_period * $clk_io_pct] -clock clk0 [all_outputs]
### flow/config.mk
export PLATFORM = sky130hd
export DESIGN_NAME = MUX3
export DESIGN_NICKNAME = MUX3
export VERILOG_FILES = /design/flow/design.v
export SDC_FILE = /design/flow/constraint.sdc
export NUM_CORES = 4
export LEC_CHECK = 1
export CORE_AREA = 10 10 70 70
export DIE_AREA = 0 0 80 80
### flow/run.sh
#!/bin/bash
# OpenROAD 26Q1-2900-gdf79404cd8, Yosys 0.63+post, stock flow scripts
make -C /OpenROAD-flow-scripts/flow DESIGN_CONFIG=/design/flow/config.mk WORK_HOME=/design/flow/orfs finish
### flow/design.v
`timescale 1ps/1ps
module MUX3 #(parameter width = 32)(
  input [1:0]				sel,
  input [width-1:0]	 		a0, a1, a2,
  output reg [width-1:0] 	out
);
always @(*)
begin
  #10
  case(sel)
    2'b00: out = a0;
    2'b01: out = a1;
    2'b10: out = a2;
    default: out = 1'b0;
  endcase
end
endmodule
==> results_slide.txt <==
Flow Results at a Glance

Run status
  – Status: finished clean

Pwr
  – Worst vdd ir: ~0.06 mV
  – Power density of the placed cells: ~150 nW/um^2
  – Leakage: 0.000803 uW
  – Tot Pwr: roughly 310 uW

Route
  – Number of DRC markers in iteration 0: 26
  – Detail Route Antenna Nets: 0
  – DRC: 0
  – Post-DR vias/cell: about 4.6
  – Detailed-route wire length: 4.72 mm
  – ANT cells: 0
  – Vias: approximately 1.1k
  – Wire length per cell: about 19 um
  – DRT Pass-1 Iters: 2

Final layout
  – # clk buffers: 0
  – Syn-to-layout area delta: 165%
  – Util after Layout: 61.1%
  – Fraction of layout cells with a size suffix above 1: between 8 and 9%
  – Flip-flops: 0
  – Total area of sequential cells: 0 um^2
  – Fill cells: approximately 280
  – Fin cells: ~250

Timing
  – Measured slew at the worst slew-check pin: between 300 and 400 ps
  – RSZ-0062 raised after global routing: no
  – Final hold vios: 0
  – Final max-slew violation count: 0
  – Fmax achieved: between 300 and 400 MHz
  – Period minus WS final: between 2000 and 3000 ps
  – Cycle use final: 95.4%
  – Final setup fails: 0
  – Setup TNS: 0 ps
  – Hold WS: approximately 1900 ps
  – Slew HR: 74.0%

Clock tree
  – Setup Fix Bufs, Post-CTS: 0
  – Resize count post-CTS: 0
  – Hold_buf cts: 0

Worst setup path
  – WS Path Type: in -> out
  – CP Launch Type: input pin
  – Worst-path cell chain: clkdlybuf4s50_1 -> nor2b_4 -> buf_12 -> o2bb2ai_1 -> clkdlybuf4s50_1
  – Slowest CP cell: clkdlybuf4s50_1
  – Critical path peak fanout: 22
  – Peak per-stage delay on the critical path: approximately 520 ps
  – CP Capture Type: output port
  – Most frequent CP cell: clkdlybuf4s50_1
  – Worst Path Arrival: 2110 ps
  – Worst Path Required: approximately 2200 ps

Place
  – Placer Congestion: approximately 0.84
  – Post-Place Cells: ~250
  – Port bufs: about 130
  – Post-DP HPWL: approximately 4.2 mm

GRT
  – Initial antenna violation count: 0
  – Vias in the first global route: roughly 1.2k
  – First-pass GRT wire length: around 7 mm
  – Total GRT Usage: between 10% and 20%
  – Gr ovfl total: 0
  – Largest net degree at the start of global routing: 33

Die
  – Row count: 21
  – Die Area: ~6400 um^2
  – Boundary Pins: 130
  – Fp util: between 20% and 30%
  – DIE WIDTH: 80 um
  – Die Y: about 80 um
  – Core footprint: around 3400 um^2

Synth
  – Post-synth seq share: 0%
  – Syn avg cell area: 10.2 um^2
  – Synth warn: 1
  – Post-synth top area cell: mux2i_1
  – Netlist cell types: 8
  – Top post-synthesis cells by area: mux2i_1 41%, o2bb2ai_1 24%, o2bb2ai_2 19%, buf_6 11%, nor2b_4 1.7%
  – Yosys stat area: about 790 um^2
  – Yosys stat cell total: between 70 and 80
  – Max-area cell share: 40.7%
  – Mapped cell area: between 700 and 800 um^2
  – Synth Instances: between 70 and 80

Flow run
  – Max Cap Viol: 0
  – Total tool warning count: 33

Worst hold path
  – Worst hold stages: 4
  – Hold path endpoint: out[8]
  – Min-delay worst type: in -> out
  – Worst Hold Launch: sel[1]
Yosys cell counts:
cell,instances
nor2b_4,1
buf_6,8
o2bb2ai_2,10
mux2i_1,32
clkbuf_1,2
buf_4,1
buf_2,1
o2bb2ai_1,22
worst max-delay path by stage:
stage,from,endpoint,slack [ps],cells past startpoint
4_1_cts,sel[0],out[18],120,5
6_report,sel[0],out[11],130,5
5_1_grt,sel[0],out[29],50,5
metal layers:
layer | global-route usage [%] | share of wire (%) | routed length, um | vias up
li1 | - | - | - | 571
met1 | 14.5 | 36 | 1710 | 494
met2 | 24.5 | 50 | 2380 | 70
met3 | 6.14 | 13 | 613 | 2
met4 | 0.528 | 0.53 | 25 | 0
met5 | 0 | 0 | 0 | -
metrics by stage:
| stage | area, um^2 | setup WS, ps |
|---|---|---|
| CTS | 2090 | 117 |
| global placement | 2090 | 124 |
| global route | 2090 | 49.6 |
| floorplan | 787 | 1080 |
| detailed placement | 2090 | 119 |
| finish | 2090 | 130 |
cells in the final DEF, fill, tap and decap left out, drive strengths merged:
cell type      count
mux2i             32
buf                7
clkdlybuf4s50    129
o2bb2ai           32
nor2b              1
cell families (layout without fill, tap and decap cells):
kind of cell / count (synthesis) / in the layout / synth area share [%]
compound gates: 32 / 32 / 43.6
buf+inv: 12 / 136 / 14.0
mux: 32 / 32 / 40.7
simple gates: 1 / 1 / 1.75
area by class of cell:
class                           instances  area, um^2  area share, %
Timing Repair Buffer                  136        1350           64.8
Multi-Input combinational cell         65         677           32.4
Tap cell                               46        57.6           2.76
report_power, final:
part	internal (uW)	total [uW]	switching, uW
registers	0	0	0
clock network	0	0	0
logic	231	311	80.7
total	231	311	80.7
critical path: cells and delay by family:
kind                   cells  cell delay (ps)
AOI/OAI and AO/OA          1              120
buffers and inverters      3             1180
and+or+nand+nor            1              240
Power is estimated from default activity; no workload was simulated.

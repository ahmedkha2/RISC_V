`flow/run.sh`:
```
#!/bin/bash
# OpenROAD 26Q1-2900-gdf79404cd8, Yosys 0.63+post, stock flow scripts
make -C /OpenROAD-flow-scripts/flow DESIGN_CONFIG=/design/flow/config.mk WORK_HOME=/design/flow/orfs finish
```
`flow/config.mk`:
```
export PLATFORM = sky130hd
export DESIGN_NAME = reg_file
export DESIGN_NICKNAME = reg_file
export VERILOG_FILES = /design/flow/design.v
export SDC_FILE = /design/flow/constraint.sdc
export NUM_CORES = 4
export LEC_CHECK = 1
export CORE_UTILIZATION = 40
```
`flow/constraint.sdc`:
```
current_design reg_file

set clk_period 7.4
set clk_io_pct 0.2

create_clock -name clk0 -period $clk_period [get_ports {clk}]

set non_clock_inputs [all_inputs -no_clocks]
set_input_delay [expr $clk_period * $clk_io_pct] -clock clk0 $non_clock_inputs
set_output_delay [expr $clk_period * $clk_io_pct] -clock clk0 [all_outputs]
```
`flow/design.v`:
```
`timescale 1ps/1ps
module reg_file (
	input 			clk,
	input 			w_en,
	input [4:0]		rs1_add, rs2_add, rd_add,
	input [31:0]	w_data,
	output [31:0]	rs1_data, rs2_data 
);
reg [31:0] reg_mem [0:31];
always @(posedge clk) begin
	#50
	if(w_en)
		reg_mem[rd_add] <= w_data;
end
assign rs1_data = (rs1_add == 0)? 32'b0 : reg_mem[rs1_add];
assign rs2_data = (rs2_add == 0)? 32'b0 : reg_mem[rs2_add];
specify
(rs1_add *> rs1_data) =  (50, 50);
(rs1_add *> rs2_data) =  (50, 50);
endspecify
endmodule : reg_file
```
==> impl_metrics.yaml <==
# synthesis and place-and-route metrics
grt:
  maximum_number_of_pins_on_one_net_before_global_route_repair: 73
  first_global_vias: 30127
  grt.overflow.total: 0
  groute.usage.overall_pct: 27.94
  initial_antenna_violation_count: 9
  grt_pass1_wl_um: 211400
power:
  peak_supply_drop_uv: 180.2
  swShare_pct: 22.50
  p_clk_share_pct: 41.1
  share_seq_of_total_power_pct: 49.8
  power-per-cell-area_nw_per_um2: 241.2
  total_net_switching_power_mw: 2.929
  power_leakage_nw: 17.22
  comb_power_share_pct: 9.1
  cell_internal_pwr_mw: 10.09
  power_mw: 13.02
cells_and_area:
  mostFrequentLayoutCell: "sky130_fd_sc_hd__edfxtp_1"
  max_flop_register: "reg_mem"
  post_route_cells_drive_above_1_share_pct: 29.25
  largest_register_ff_count: 1024
  post-route-util_pct: 46.40
  reg.largest.list: "reg_mem (1024)"
  syn2layout_area_growth_pct: 14.97
  lay_top_cells: "sky130_fd_sc_hd__edfxtp_1, sky130_fd_sc_hd__mux4_2, sky130_fd_sc_hd__mux2i_1"
  post-route-cell-area_um2: 53990
floorplanning:
  num_ports: 113
  initCoreUtil_pct: 40.36
  die_area_um2: 118800
  die-width_um: 344.6
  floorplan.core_area_um2: 116400
  floorplan.die.height_um: 344.6
  rows: 125
detailed_routing:
  routed-via-count: 26577
  drt_wl_total_um: 149700
  drtPass1Iterations: 5
  initialDrtViolationCount: 1659
  routed_wirelength_normalized_by_instance_count_um: 35.94
  drc: 0
  detail_route.vias_per_cell: 6.380
  detail-route-antenna-nets: 0
cts:
  clkSlewWorstSetupHoldPaths_ps: 60
  clock_root_buffer_master: "sky130_fd_sc_hd__clkbuf_16"
  cts.htree.levels: 3
  cts_post_setup_buffers_inserted: 0
  cts_made_buffers: 105
  cts_tree: "built"
  cts-root-to-sink-buffers: 3
  number_of_sinks_driven_by_the_clock_tree: 1024
  cts_resized: 0
  post_cts_hold_buffer_count: 0
final_timing:
  setup_total_negative_slack_ps: 0
  final.period_utilization_pct: 93.72
  setup-violations-final: 0
  slew_headroom_pct: -1.983
  achievable-frequency_mhz: 144.2
  tightestPinTransition_ps: 1518
  min_period_ps: 6935
  fin_worst_setup_slack_ps: 464.8
  rsz_0062_raised_after_global_routing: "no"
  hold_viol: 0
  finalMaxSlewViolations: 2
worst_setup_path:
  worst_ep_arrival_time_ps: 5460
  setup.worst_path.start: "rs2_add[3]"
  setup.worst_path.start_class: "primary input"
  critical_path_peak_fanout: 24
  critPathKind: "in -> out"
  worst_path_required_ps: 5920
  worstSetupEndpointType: "primary output"
  crit_end: "rs2_data[1]"
yosys:
  ys_sh_xor_pct: 0
  synth.cellmix.adderShare_pct: 0
  post_synth_mux_area_share_pct: 24.86
  netlist_logic_family_top: "multiplexers"
  synthArstFlopShare_pct: 0
  ys_chip_area_um2: 46960
  syn_area_um2: 46960
  enable_flop_cells: 1024
  yosys.stat.seqShare_pct: 65.48
  postSynth.topFlopCell: "sky130_fd_sc_hd__edfxtp_1"
  synth.distinct_cells: 40
  yosysWarnings: 1
  compound_cell_area_share_of_the_yosys_netlist_pct: 5.409
  synth-seq-cells: 1024
  synthCells: 2400
  ys_sh_simple_pct: 1.940
  synth-cells-yosys: 2400
  synthesis.area_per_instance_um2: 19.57
run:
  max_cap_violations: 1
  count_of_warning_messages_emitted_by_the_tools: 26
place:
  hpwl_um: 91720
  dpl_cell_area_um2: 50520
  numPortBuffers: 112
  finalWeightedCongestion: 0.9058
  detailedPlace.worstSlack_ps: 710.5
hold_path:
  worst_hold_path_type: "in -> reg"
status:
  failed_checks: "max-capacitance violations, max-slew violations"
  run_status: "complete, but fails checks"
## critical path, stage by stage
cell and delay, ps:
sky130_fd_sc_hd__clkdlybuf4s50_1 720, sky130_fd_sc_hd__or3b_2 950, sky130_fd_sc_hd__buf_4 330, sky130_fd_sc_hd__o22ai_1 160
sky130_fd_sc_hd__a2111oi_0 80, sky130_fd_sc_hd__nor3_1 1040, sky130_fd_sc_hd__clkdlybuf4s50_1 660
## power groups by stage
stage	clock (mW)	combinational [mW]	sequential, mW
final	5.35	1.18	6.48
after global routing	5.61	1.25	6.49
after CTS	5.41	1.18	6.48
## kinds of logic after synthesis
logic type | after synthesis
AND/OR/NAND/NOR | 187
AND-OR/OR-AND | 331
multiplexers | 632
flip-flops | 1024
buffers and inverters | 226
## Yosys cell counts (2+ instances only)
master / count / area share [%]
sky130_fd_sc_hd__a2111oi_0: 31 / 0.58
sky130_fd_sc_hd__a211o_1: 23 / 0.43
sky130_fd_sc_hd__a211oi_1: 47 / 0.75
sky130_fd_sc_hd__a21oi_1: 46 / 0.49
sky130_fd_sc_hd__a221oi_1: 23 / 0.43
sky130_fd_sc_hd__a22o_1: 62 / 1.2
sky130_fd_sc_hd__a32o_1: 9 / 0.19
sky130_fd_sc_hd__and2_1: 13 / 0.17
sky130_fd_sc_hd__buf_1: 7 / 0.056
sky130_fd_sc_hd__buf_2: 58 / 0.62
sky130_fd_sc_hd__buf_4: 20 / 0.32
sky130_fd_sc_hd__buf_6: 12 / 0.29
sky130_fd_sc_hd__clkbuf_1: 104 / 0.83
sky130_fd_sc_hd__edfxtp_1: 1024 / 65
sky130_fd_sc_hd__inv_1: 25 / 0.20
sky130_fd_sc_hd__mux2_1: 19 / 0.46
sky130_fd_sc_hd__mux2_2: 5 / 0.12
sky130_fd_sc_hd__mux2i_1: 183 / 3.9
sky130_fd_sc_hd__mux4_2: 425 / 20
sky130_fd_sc_hd__nand2_1: 65 / 0.52
sky130_fd_sc_hd__nand2b_1: 3 / 0.040
sky130_fd_sc_hd__nand3_1: 4 / 0.043
sky130_fd_sc_hd__nand3b_1: 7 / 0.11
sky130_fd_sc_hd__nor2_1: 35 / 0.28
sky130_fd_sc_hd__nor2b_1: 8 / 0.11
sky130_fd_sc_hd__nor3_1: 32 / 0.34
sky130_fd_sc_hd__nor4_1: 9 / 0.12
sky130_fd_sc_hd__o221ai_1: 31 / 0.58
sky130_fd_sc_hd__o22ai_1: 55 / 0.73
sky130_fd_sc_hd__or3_1: 2 / 0.027
sky130_fd_sc_hd__or3b_1: 2 / 0.037
sky130_fd_sc_hd__or3b_2: 3 / 0.056
## routing by layer
layer | GRT usage (%) | vias to the layer above | routed length [µm]
met4 | 7.845 | 30 | 5365
li1 | - | 10745 | -
met1 | 29.10 | 13308 | 43970
met2 | 39.79 | 2158 | 67980
met3 | 26.08 | 336 | 31390
met5 | 6.050 | - | 1010
## cell type report
class | instances | area, µm²
Antenna cell | 3 | 7.507
Clock buffer | 122 | 2713
Fill cell | 9363 | 62370
Timing Repair Buffer | 249 | 2360
Multi-Input combinational cell | 1150 | 15410
Clock inverter | 69 | 752.0
Inverter | 25 | 96.34
Tap cell | 1524 | 1907
Sequential cell | 1024 | 30750
## through the flow
| step | hold WS (ps) | instances |
|---|---|---|
| floorplan | 1579 | 2400 |
| global placement | 2304 | 3972 |
| detailed placement | 2315 | 3972 |
| CTS | 1602 | 4163 |
| global route | 1631 | 4164 |
| finish | 1625 | 4166 |
## worst min path at each step
stage                       from               to  cells past startpoint
after global routing  w_data[29]  reg_mem[10][29]                      2
final                 w_data[22]   reg_mem[0][22]                      2
after CTS             w_data[27]  reg_mem[13][27]                      2
Power is estimated from default activity; no workload was simulated.

$ cat design/flow/design.v
`timescale 1ps/1ps
module extend (
	input [31:0]		imm_i,
	input [1:0]			imm_src,
	output [31:0]	imm_ext
);
assign imm_ext = (imm_src == 2'b00)? {{20{imm_i[31]}}, imm_i[31:20]} :
				 (imm_src == 2'b01)? {{20{imm_i[31]}}, imm_i[31:25], imm_i[11:7]} : 
				 (imm_src == 2'b10)? {{20{imm_i[31]}}, imm_i[7], imm_i[30:25], imm_i[11:8], 1'b0} : 
				 (imm_src == 2'b11)? {{12{imm_i[31]}}, imm_i[19:12], imm_i[20], imm_i[30:21], 1'b0} : 32'b0;
specify
(imm_i *> imm_ext) =  (10, 10);
(imm_src *> imm_ext) =  (10, 10);
endspecify
endmodule : extend
$ cat design/flow/run.sh
#!/bin/bash
# OpenROAD 26Q1-2900-gdf79404cd8, Yosys 0.63+post, stock flow scripts
make -C /OpenROAD-flow-scripts/flow DESIGN_CONFIG=/design/flow/config.mk WORK_HOME=/design/flow/orfs finish
$ cat design/flow/config.mk
export PLATFORM = sky130hd
export DESIGN_NAME = extend
export DESIGN_NICKNAME = extend
export VERILOG_FILES = /design/flow/design.v
export SDC_FILE = /design/flow/constraint.sdc
export NUM_CORES = 4
export LEC_CHECK = 1
export CORE_AREA = 10 10 70 70
export DIE_AREA = 0 0 80 80
$ cat design/flow/constraint.sdc
current_design extend

set clk_period 1.3
set clk_io_pct 0.2

create_clock -name clk0 -period $clk_period

set non_clock_inputs [all_inputs -no_clocks]
set_input_delay [expr $clk_period * $clk_io_pct] -clock clk0 $non_clock_inputs
set_output_delay [expr $clk_period * $clk_io_pct] -clock clk0 [all_outputs]
==> results.sh <==
# yosys + openroad results
export IMPL_synthesis_area_um2=289
export IMPL_warnings=41
export IMPL_adder_share=0
export IMPL_port_buffers=47
export IMPL_detail_route_antenna_nets=0
export IMPL_first_pass_iters=4
export IMPL_worstMarginPinSlew_ns=0.211
export IMPL_grtUsageTotal=0.0513
export IMPL_grt_setup_unrepaired="yes"
export IMPL_slew_violations=0
export IMPL_cpPeakStageDelay_ns=0.29
export IMPL_worstSetupEndpointType="output port"
export IMPL_ys_sh_mux=0.225
export IMPL_finalCriticalPeriod_ns=1.39
export IMPL_final_layout_size_suffix_gt1_frac=0.507
export IMPL_critical_path_max_fanout=4
export IMPL_num_antenna_cells=0
export IMPL_die_h_um=80
export IMPL_top_area_frac=0.286
export IMPL_wl_mm=1.77
export IMPL_common_cells="buf_4, clkbuf_1, a31o_2, mux2_1"
export IMPL_setup_viol=3
export IMPL_worstPathCellList="buf_12 -> xor2_4 -> buf_6 -> mux2_4 -> buf_6"
export IMPL_irDropWorstVdd_mv=0.0956
export IMPL_max_freq_ghz=0.720
export IMPL_setup_tns_ns=-0.257
export IMPL_start_kind="input pin"
export IMPL_cp_common_cell="buf_6"
export IMPL_critPathSlowestCell="mux2_4"
export IMPL_core_area_mm2=0.00342
export IMPL_status="complete, but fails checks"
export IMPL_ys_warn_count=0
export IMPL_max_cap_violations=0
export IMPL_fp_util=0.0846
export IMPL_dr_total_vias=413
export IMPL_worstPathRequired_ns=1.04
export IMPL_synthTopCellsByArea="buf_4, a31o_2, mux2_1, clkbuf_1, mux2i_1"
export IMPL_grt_pass1_wl_mm=2.61
export IMPL_grt_max_degree=14
export IMPL_grt_ovfl_total=0
export IMPL_yosys_area_top_type="buf_4"
export IMPL_dp_hpwl_mm=1.48
export IMPL_whs_ns=0.520
export IMPL_row_count=21
export IMPL_drcViolationCount=0
export IMPL_path_class="in -> out"
export IMPL_wl_per_cell_um=14.6
export IMPL_antenna_found_initial=0
export IMPL_routabilityCongestion=0.846
export IMPL_vias_per_cell=3.41
export IMPL_synth_logic_top_family="buffers and inverters"
export IMPL_n_fill_cell=373
export IMPL_fin_crit_sh=1.07
export IMPL_p_leak_nw=0.368
export IMPL_drt_iter0_markers=4
export IMPL_p_per_area_mw_per_mm2=356
export IMPL_flops=0
export IMPL_violations="negative setup slack"
export IMPL_area_growth_pct=180
export IMPL_ys_chip_area_um2=289
export IMPL_ys_sh_xor=0.0563
export IMPL_ys_sh_aoi=0.286
export IMPL_synth_cellmix_simpleShare=0.0260
export IMPL_netlist_instances=39
export IMPL_cp_data_arrival_time_ns=1.13
export IMPL_holdBufCountCts=0
export IMPL_synth_avg_cell_area_um2=7.41
export IMPL_ios=66
export IMPL_max_slew_margin=0.859
export IMPL_fin_ws_ns=-0.0890
export IMPL_hold_viol=0
export IMPL_grt_pass1_vias=483
export IMPL_power_mw=0.288
export IMPL_ys_types=11
export IMPL_most_common_cell="buf_4"
export IMPL_min_path_type="in -> out"
export IMPL_regArea_um2=0
export IMPL_clkbuf_count=0
export IMPL_chipArea_mm2=0.00640
export IMPL_ys_seq_frac=0
export IMPL_die_width_um=80
export IMPL_comb_area_um2=209
export IMPL_ys_cells=39
==> through the flow <==
step	cell area (um2)	util	std cells	setup WS, ns
finish	810	0.237	121	-0.0890
global route	810	0.237	121	-0.127
CTS	743	0.218	119	-0.0775
detailed placement	729	0.214	116	-0.796
global placement	729	0.214	116	-0.765
floorplan	289	-	39	0.259
==> cells by family (layout without fill, tap and decap cells) <==
| group | count (synthesis) | count (layout) |
|---|---|---|
| muxes | 6 | 6 |
| buffers and inverters | 20 | 56 |
| and+or+nand+nor | 2 | 2 |
| xor gates and xnor gates | 1 | 1 |
| AOI/OAI and AO/OA | 10 | 10 |
==> routing by layer <==
layer  share of wire  GRT usage  vias up
li1                -          -      194
met1            0.40     0.0589      176
met2            0.36     0.0698       41
met3            0.23     0.0489        2
met4          0.0034    0.00528        0
met5               0          0        -
==> placed cells by master (no fill, tap or decap), drive strengths merged, types with 2 or more instances in the layout <==
| cell | n |
|---|---|
| clkdlybuf4s50 | 23 |
| a31o | 8 |
| nor2 | 2 |
| buf | 24 |
| mux2i | 2 |
| mux2 | 4 |
| dlygate4sd2 | 6 |
==> worst max-delay path, delay by kind of cell <==
kind	cells	cell delay, ns
mux	1	0.29
xor+xnor	1	0.23
buf+inv	3	0.35
==> report_power, final <==
part / switching, mW / internal (mW)
combinational: 0.0795 / 0.208
sequential: 0 / 0
clock: 0 / 0
==> worst paths after layout <==
check,start,end,slack (ns),cells past startpoint
hold / removal,imm_i[26],imm_ext[6],0.52,0
setup / recovery,imm_src[1],imm_ext[3],-0.09,5
==> what timing repair did <==
action	in CTS	in global routing
endpoints found under the setup margin	26	10
resized	79	10
buffers inserted	5	2
gates cloned	0	0
pin swaps	9	6
==> area by class of cell <==
type,count,area share
Tap cell,46,0.0711
Timing Repair Buffer,56,0.671
Multi-Input combinational cell,19,0.258
